==> ./design.v <==
`default_nettype none
module lfsr3(i_clk, i_reset, i_step, o_state);
parameter W=16;
parameter K='hb400;
input wire i_clk;
input wire i_reset;
input wire i_step;	 
output reg [W-1:0] o_state;
wire [W-1:0] next_state;
genvar i;
assign next_state[W-1] = ~o_state[0];
generate for (i = 0; i < W-1; i = i + 1)
if (|(K & (1<<i)))
assign next_state[i] = o_state[i+1] ^ ~o_state[0];
else
assign next_state[i] = o_state[i+1];
endgenerate
always @(posedge i_clk)
	if (i_reset)
		o_state <= 0;
	else if (i_step) begin
		o_state <= next_state;
	end
endmodule
==> ./run.sh <==
#!/bin/bash
# OpenROAD 26Q1-2900-gdf79404cd8, Yosys 0.63+post, stock flow scripts
make -C /OpenROAD-flow-scripts/flow DESIGN_CONFIG=/design/flow/config.mk WORK_HOME=/design/flow/orfs finish
==> ./constraint.sdc <==
current_design lfsr3

set clk_period 1.0
set clk_io_pct 0.2

create_clock -name clk0 -period $clk_period [get_ports {i_clk}]

set non_clock_inputs [all_inputs -no_clocks]
set_input_delay [expr $clk_period * $clk_io_pct] -clock clk0 $non_clock_inputs
set_output_delay [expr $clk_period * $clk_io_pct] -clock clk0 [all_outputs]
==> ./config.mk <==
export PLATFORM = sky130hd
export DESIGN_NAME = lfsr3
export DESIGN_NICKNAME = lfsr3
export VERILOG_FILES = /design/flow/design.v
export SDC_FILE = /design/flow/constraint.sdc
export NUM_CORES = 4
export LEC_CHECK = 1
export CORE_AREA = 10 10 85 85
export DIE_AREA = 0 0 95 95
export SYNTH_HDL_FRONTEND = slang
==> impl_metrics.env <==
# source this file to load flow results
export IMPL_pin_count=19
export IMPL_startpoint_type="register"
export IMPL_path_class="register to output pin"
export IMPL_pwr_share_seq_pct=47.8
export IMPL_r2r_start="o_state[0]"
export IMPL_final_common_cell="buf_4"
export IMPL_dr_wl_met2_um=826
export IMPL_hold_depth=2
export IMPL_finalPower_mw=1.41
export IMPL_grt_max_degree=10
export IMPL_fp_row_count=27
export IMPL_dp_hpwl_um=1170
export IMPL_cp_slowest_stage_delay_ns=0.34
export IMPL_setup_viol=0
export IMPL_ys_sh_adder_pct=0
export IMPL_worst_clock_skew_ns=0.000740
export IMPL_maxUsedRoutingLayer="met4"
export IMPL_critPathCaptureType="output pin"
export IMPL_port_buffers=18
export IMPL_clock_sinks=16
export IMPL_wl_met1_um=655
export IMPL_wire_per_inst_um=9.57
export IMPL_synth_cellmix_simpleShare_pct=10.5
export IMPL_gp_congestion=0.702
export IMPL_tightest_slew_ns=0.152
export IMPL_largest_reg_flops=16
export IMPL_sw_frac_of_total_pct=20.6
export IMPL_crit_fanout=2
export IMPL_num_vias=516
export IMPL_hold_buffers=0
export IMPL_clk_pin_slew_ns=0.06
export IMPL_synthCells=68
export IMPL_syn_area_um2=703
export IMPL_p_leak_nw=0.495
export IMPL_finalCriticalPeriod_ns=0.954
export IMPL_dieHeight_um=95
export IMPL_drive_gt1_share_pct=45.2
export IMPL_ir_drop_mv=0.478
export IMPL_ys_seq_elements=16
export IMPL_top_register="o_state"
export IMPL_r2r_end="o_state[12]"
export IMPL_drt_pass1_iter_count=3
export IMPL_log_warning_count=25
export IMPL_netlist_area_leader_share_pct=45.6
export IMPL_final_layout_top_logic_cells="buf_4, dfxtp_2, clkdlybuf4s15_1, nor2_1, mux2i_1"
export IMPL_hold_viol_final=0
export IMPL_yosys_cells=68
export IMPL_die_area_um2=9030
export IMPL_synth_area_mux_share_pct=17.1
export IMPL_syn_area_per_cell_um2=10.3
export IMPL_antenna_cells=0
export IMPL_clock_latency_ns=0.25
export IMPL_crit_chain="clkdlybuf4s15_1"
export IMPL_synth_warnings=0
export IMPL_cts_root_buffer="clkbuf_8"
export IMPL_switchingPower_mw=0.290
export IMPL_die_w_um=95
export IMPL_reg_top3="o_state (16)"
export IMPL_drc_errors=0
export IMPL_drt_iter0_drc=18
export IMPL_ff2ff_path_depth=3
export IMPL_wl_met3_um=70
export IMPL_area_growth_pct=54.4
export IMPL_slew_headroom_pct=89.6
export IMPL_cp_top_family="flip-flops"
export IMPL_grt_pass1_vias=546
export IMPL_ys_seq_share_pct=45.6
export IMPL_hold_class="register to register"
export IMPL_fmax_mhz=1050
export IMPL_min_to="o_state[3]"
export IMPL_fin_crit_sh_pct=95.4
export IMPL_fp_util_pct=12.8
export IMPL_arrival_ns=0.75
export IMPL_synth_cell_types=11
export IMPL_worstPathRequired_ns=0.80
export IMPL_final_util_pct=19.8
export IMPL_grt_overflow=0
export IMPL_postRouteAntennaNets=0
export IMPL_yosys_top_cells_area="dfxtp_1, mux2i_1, buf_4"
export IMPL_top_area_cell="dfxtp_1"
export IMPL_ys_sh_aoi_pct=4.45
export IMPL_path_buffers=1
export IMPL_ys_area_um2=703
export IMPL_cts_made_buffers=3
export IMPL_netlist_logic_family_top="buffers and inverters"
export IMPL_cts_buffer_depth=2
export IMPL_cts_htree_levels=1
export IMPL_combPwrFrac_pct=11.8
export IMPL_p_int_mw=1.12
export IMPL_core_area_um2=5470
export IMPL_wirelength_um=1580
export IMPL_synth_xor_xnor_area_share_pct=3.74
export IMPL_clkPwrFrac_pct=40.4
export IMPL_rsz0062_at_grt="false"
export IMPL_drv_slew=0
export IMPL_slowest_stage="dfxtp_2"
export IMPL_regToRegSetupSlack_ns=0.14
export IMPL_hold_start="o_state[4]"
export IMPL_vias_per_cell=3.13
export IMPL_antenna_found_initial=0
export IMPL_outcome="complete, no violations"
export IMPL_max_cap_viol_count=0
export IMPL_grt_pass1_wl_um=2660
export IMPL_grt_total_usage_pct=3.57
export IMPL_p_per_area_nw_per_um2=1300
export IMPL_cts_tree="built"
[layout make-up]
cell class | instances | area, µm²
fill | 599 | 4390
timing repair buffer | 37 | 349
sequential | 16 | 340
multi-input combinational | 36 | 251
tap | 72 | 90.1
clock buffer | 4 | 55.1
[worst min-delay path, delay by kind of cell, from the launching register on]
kind          cells  cell delay [ns]
simple gates      1             0.08
mux               1             0.07
flops             1             0.34
[power groups by stage]
stage / sequential [mW] / clock [mW] / combinational, mW
after CTS: 0.674 / 0.581 / 0.168
after global routing: 0.676 / 0.618 / 0.180
final: 0.673 / 0.570 / 0.166
[logic make-up (layout without fill, tap and decap cells)]
logic type | after synthesis | after routing
AND-OR/OR-AND | 4 | 4
XOR/XNOR | 3 | 3
buffers and inverters | 16 | 41
flip-flops | 16 | 16
multiplexers | 12 | 12
AND/OR/NAND/NOR | 17 | 17
[synth_stat cells, drive strengths merged]
library cell / number
buf: 16
dfxtp: 16
nor2: 13
mux2i: 12
nand2b: 4
o22ai: 3
xor2: 3
a211oi: 1
[what timing repair did]
| item | in CTS | in global routing |
|---|---|---|
| gates resized | 49 | 2 |
| endpoints found under the setup margin | 17 | 2 |
| setup buffers | 0 | 0 |
| pin swaps | 0 | 0 |
| cloned | 1 | 0 |
[worst max-delay path by stage]
stage	depth (start not counted)	slack (ns)	end	from
after CTS	1	0.006	o_state[4]	o_state[4]
final	1	0.05	o_state[15]	o_state[15]
after global routing	1	0.003	o_state[5]	o_state[5]
[stage by stage]
stage	area (µm²)	cells	hold slack [ns]	setup slack, ns	setup TNS [ns]
after detailed placement	990	160	0.540	-0.252	-3.72
final	1090	165	0.530	0.0465	0
after floorplan	703	68	0.444	0.226	0
after global routing	1090	165	0.547	0.00268	0
after CTS	1100	165	0.529	0.00637	0
after global placement	990	160	0.538	-0.242	-3.65
[per-layer routing]
metal  track usage, %  vias to the layer above
met1             4.05                      245
li1                 -                      261
met5                0                        -
met3            0.641                        2
met2             6.64                        8
met4            0.998                        0
