==> /design/flow/design.v <==
`default_nettype   none
module e2tt(i_clk, i_reset,
	i_data_reg,
	o_tt_out,
	o_lower_case_character,
	o_upper_case_character);
input wire i_clk;
input wire i_reset;
input wire [7:0] i_data_reg;
output wire [5:0] o_tt_out;
output wire o_lower_case_character;
output wire o_upper_case_character;
wire not_t1;
wire t2;
wire not_r1;
wire not_r2;
wire not_r2a;
wire not_r5;
assign o_tt_out = {~not_t1, t2, ~not_r1, ~not_r2, ~not_r2a, ~not_r5};
wire b0,b1,b2,b3,b4,b5,b6,b7;
assign {b0,b1,b2,b3,b4,b5,b6,b7} = i_data_reg;
assign not_t1 = (~b0 & ~b4 & ~b5 & b7) |	 
		(b0 & ~b3) |			 
		(~b0 & b2 & b3 & ~b6 & ~b7) |	 
		(~b3 & b6) |			 
		(~b0 & ~b2 & ~b4);		 
assign t2 = (b4 & b5 & ~b6) |			 
	(b2 & (b0 |				 
		b5 |				 
		b6 |				 
		b7));				 
assign not_r1 = (b0 & ~b4 & ~b5 & ~b7) |	 
	(~b4 & b6) |				 
	(~b0 & b4 & ~b5) |			 
	(~b0 & b3 & b7) |			 
	(~b0 & ~b2 & ~b3 & ~b6 & ~b7);		 
assign not_r2 = (~b4 & b5) |			 
	(b4 & b7) |				 
	(~b2 & b3 & b4) |			 
	(b0 & ~b5 & ~b6 & ~b7) |		 
	(b2 & ~b3 & b4);			 
assign not_r2a = (~b2 & b3 & b4) |		 
	(b4 & ~b5) |				 
	(b0 & ~b5 & ~b6 & ~b7) |		 
	(~b2 & b4 & b7);			 
assign not_r5 = (~b0 & b2 & b3 & ~b6) |		 
	(b4 & ~b5 & b7) |			 
	(~b0 & ~b2 & ~b3) |			 
	(~b4 & b5 & ~b7) |			 
	(~b0 & ~b5 & ~b6 & ~b7) |		 
	(~b4 & b6 & ~b7);			 
assign o_lower_case_character = (b0 & ~b1) |	 
	(b0 & b1 & b2 & b3) |			 
	(~b0 & b1 & ~b5 & b6 & b7) |		 
	(~b0 & b1 & ~b2 & b3 & ~b4 & ~b5 & ~b6 & ~b7) |	 
	(~b0 & b1 & b2 & ~b4) |			 
	(~b0 & b1 & b2 & b3 & b5 & ~b6 & ~b7);	 
assign o_upper_case_character = (b0 & b1 & (~b2 | ~b3)) |	 
	(~b0 & b1 & b5 & b7) |
	(~b0 & b1 & b4 & b5 & b6) |
	(~b0 & b1 & b4 & b6 & ~b7) |
	(~b0 & b1 & (~b2 | ~b3 | ~b4) & b5);
endmodule
==> /design/flow/run.sh <==
#!/bin/bash
# OpenROAD 26Q1-2900-gdf79404cd8, Yosys 0.63+post, stock flow scripts
make -C /OpenROAD-flow-scripts/flow DESIGN_CONFIG=/design/flow/config.mk WORK_HOME=/design/flow/orfs finish
==> /design/flow/config.mk <==
export PLATFORM = sky130hd
export DESIGN_NAME = e2tt
export DESIGN_NICKNAME = e2tt
export VERILOG_FILES = /design/flow/design.v
export SDC_FILE = /design/flow/constraint.sdc
export NUM_CORES = 4
export LEC_CHECK = 1
export CORE_AREA = 10 10 70 70
export DIE_AREA = 0 0 80 80
export SYNTH_HDL_FRONTEND = slang
==> /design/flow/constraint.sdc <==
current_design e2tt

set clk_period 2.0
set clk_io_pct 0.2

create_clock -name clk0 -period $clk_period

set non_clock_inputs [all_inputs -no_clocks]
set_input_delay [expr $clk_period * $clk_io_pct] -clock clk0 $non_clock_inputs
set_output_delay [expr $clk_period * $clk_io_pct] -clock clk0 [all_outputs]
==> summary.txt <==
The run has ended; figures from its reports follow.

The mean routed wirelength per cell is 11.45 um. The worst-case vdd ir drop came out at 0.00005548 V. The slowest stage of the critical path is the clkdlybuf4s50_1 cell. The via count of the first global-routing pass is 461. The number of cells reported by Yosys stat comes to 51.

The achievable clock frequency is 0.5137 GHz. The final setup violation count is 0. The initial antenna violation count came out at 0.

The die area is 6400 um^2. For this run, the number of Yosys warnings is 0. The routed via count divided by cell count came out at 3.866. The report lists the power per cell area as 203.6 nW/um^2. The worst hold path depth is 4. The post-detailed-routing wire length came out at 1.362 mm.

The max-slew headroom at the worst pin is 0.7929. The number of cells in the finished layout apart from fillers is 119. After its last routability iteration, the placer logged a weighted congestion of 0.8476. STA classifies the critical path startpoint as an input pin. The final setup TNS is 0 ps. The number of vias after detailed routing came out at 460. The pin count of the biggest net entering global routing came out at 10. The global-route wire length before repair came out at 2.166 mm.

The finished cells cover 614.3 um^2. The logs give a warning total of 35. The portion of synthesized cell area occupied by the leading cell type is 0.07636. For this run, the register share of the synthesized area comes to 0. At the floorplan stage, the core utilization is reported as 0.1007.

The number of violations reported at the end of detailed-routing iteration 0 is 23. The all-layer global routing usage came out at 0.03995. The most common logic cells in the final layout are buf_4, nor2_1, buf_2, o21ai_0, dlygate4sd2_1.

The final HPWL from detailed placement came out at 1.100 mm. The post-layout minimum cycle time came out at 1947 ps. The final count of hold timing violations is 0.

The static leakage is 0.0002623 uW. The vertical extent of the die is 80 um. Compared with the post-synthesis result, the final layout area differs by 78.55%. The tally of max-capacitance violations is 0. Port buffering added 16 buffers. STA classifies the critical path endpoint as an output port. The synthesized cell area is 344.1 um^2. In this run the worst setup path terminates at o_upper_case_character. The highest fanout seen on the critical path came out at 8.

The post-cts hold-fix buffer tally is 0. The number of different library cells in the post-synthesis netlist came out at 30. The worst-margin pin slew is 308.6 ps. Walking the critical path from launch to capture passes 5 cell instances. Sorting the Yosys area breakdown by cell type puts at the top nor2_1. In the final layout, the clock buffer count is 0. For this run, design rule violations remaining after detail routing come to 0. The count of antenna-violating nets left after detailed routing is 0.

Setup repair after global routing left no endpoint under its margin. The count of final max-slew check failures came out at 0. Ranked by total cell area, the synthesized netlist is headed by nor2_1, buf_6, buf_2. For reference, the critical path cell chain is buf_2, buf_6, a311o_1, o211a_1, clkdlybuf4s50_1. The buffers plus inverters on the worst setup path is 3. On the critical path the data arrives at 1550 ps.

Before antenna repair, the detailed router went through 4 iterations. The cell count after placement came out at 118. The number of fill cells came out at 397. The source of the critical timing path is i_data_reg[3]. In this run the standard cell core region covers 3416 um^2. Per the detailed placement report, the placed cell area equals 601.8 um^2. The worst min-delay path class is in -> out. The chip area line of the yosys report is 344.1 um^2.

The die extent in x came out at 80 um. The number of top-level pins came out at 18. The flow ran to the end, and the final reports show no timing, DRC or antenna violations.

The timing report attributes the biggest portion of critical-path delay to buffers and inverters. The delay contributed by the slowest stage of the critical path came out at 410 ps. The final timing summary puts the cycle share of the worst path at 0.9734.

The most frequent logic cell in the layout is buf_4. The required time of the critical path is 1600 ps. The standard-cell row count is 21. The critical path start-end classification is in -> out. The mean cell area of the mapped netlist came out at 6.747 um^2. Global routing finished with a remaining overflow of 0. The count of antenna diodes in the layout is 0. The storage element area came out at 0 um^2. Per the post-synthesis report, the number of cells in the design is 51. The fraction of final layout cells with drive strength greater than 1 is 0.3973. The design has 0 sequential cells.
worst min-delay path by stage:
stage / from / endpoint / slack, ps
final: i_data_reg[3] / o_tt_out[3] / 1270
after global routing: i_data_reg[3] / o_tt_out[3] / 1310
after CTS: i_data_reg[3] / o_tt_out[0] / 1480
what timing repair did:
item                                    CTS  global route
endpoints found under the setup margin    8             4
pin swaps                                 5             2
resized                                  31            11
setup buffers                             0             0
gates cloned                              1             0
worst min-delay path, delay by kind of cell:
kind | cells | cell delay, ps
buffers and inverters | 3 | 350
AND-OR/OR-AND | 1 | 110
per-stage QoR:
stage          utilization  total power (uW)  setup WS, ps  hold WS (ps)
6_report            0.1799             125.1         53.27          1267
5_1_grt             0.1799             136.7         3.629          1309
4_1_cts             0.1864             129.6        -131.5          1483
3_5_place_dp        0.1762             128.3        -453.1          1873
3_3_place_gp        0.1762             128.1        -446.9          1868
2_1_floorplan            -             60.66         591.0         866.6
power by group:
group | leakage, uW | switching, uW | internal, uW
clock | 0 | 0 | 0
sequential | 0 | 0 | 0
combinational | 0.000262 | 55.9 | 69.2
total | 0.000262 | 55.9 | 69.2
cells in the mapped netlist:
| cell | n |
|---|---|
| inv_1 | 2 |
| a311o_1 | 1 |
| o22a_1 | 1 |
| a211oi_2 | 1 |
| a21oi_1 | 3 |
| o31ai_1 | 1 |
| buf_6 | 2 |
| nor2b_1 | 2 |
| and3_4 | 1 |
| nor3_1 | 2 |
| nand3_1 | 1 |
| nor4_2 | 1 |
| a31oi_1 | 3 |
| o211ai_1 | 1 |
| buf_4 | 2 |
| nor2_1 | 7 |
| o21ai_0 | 4 |
| inv_2 | 1 |
| a211oi_1 | 1 |
| xnor2_1 | 1 |
| a221oi_1 | 1 |
| o211a_1 | 1 |
| o32ai_2 | 1 |
| a21o_1 | 1 |
| nor3_2 | 1 |
| buf_2 | 4 |
| a311oi_1 | 1 |
| nand2_2 | 1 |
| nand3b_1 | 1 |
| and3_1 | 1 |
cell families (layout without fill, tap and decap cells):
group / count (synthesis) / after routing / share of synthesized area
xor gates and xnor gates: 1 / 1 / 0.02546
AOI/OAI and AO/OA: 21 / 21 / 0.4619
and+or+nand+nor: 18 / 18 / 0.3127
buffers and inverters: 11 / 33 / 0.2000
area by class of cell:
type / instances / area (um^2) / area share
inverters: 3 / 11.26 / 0.01833
repair buffers: 30 / 247.7 / 0.4033
well taps: 46 / 57.56 / 0.09369
multi-input cells: 40 / 297.8 / 0.4847
routing by layer:
| metal | wire (um) | part of all wire | up-vias | track usage |
|---|---|---|---|---|
| met1 | 644 | 0.47 | 211 | 0.05673 |
| met5 | 0 | 0 | - | 0 |
| met4 | 0 | 0 | 0 | 0 |
| met3 | 88 | 0.065 | 0 | 0.007955 |
| met2 | 629 | 0.46 | 13 | 0.06421 |
| li1 | - | - | 236 | - |
Power figures rest on the tool's default switching activity, not on a simulated workload.
